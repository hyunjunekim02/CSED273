--- design.v ---
module halfAdder(
    input in_a,
    input in_b,
    output out_s,
    output out_c
    );
    and(out_c, in_a, in_b);
    xor(out_s, in_a, in_b);
endmodule
module fullAdder(
    input in_a,
    input in_b,
    input in_c,
    output out_s,
    output out_c
    );
    wire a, b, c;
    halfAdder A(in_a, in_b, b, a);
    halfAdder B(b, in_c, out_s, c);
    or(out_c, a, c);
endmodule
module lab4_2(
    input [4:0] in_a,
    input [4:0] in_b,
    input in_c,
    output [4:0] out_s,
    output out_c
    );
    wire c1, c2, c3, c4;
    fullAdder A(in_a[0], in_b[0], in_c, out_s[0], c1);
    fullAdder B(in_a[1], in_b[1], c1, out_s[1], c2);
    fullAdder C(in_a[2], in_b[2], c2, out_s[2], c3);
    fullAdder D(in_a[3], in_b[3], c3, out_s[3], c4);
    fullAdder E(in_a[4], in_b[4], c4, out_s[4], out_c);
endmodule
module lab4_4(
    input [4:0]in_a,
    input [2:0]in_b,
    output [7:0]out_m
    );
    wire A_carry;
    wire a, b, c, d;
    assign out_m[0] = in_a[0]&in_b[0];
    lab4_2 A_adder({in_a[4]&in_b[1], in_a[3]&in_b[1], in_a[2]&in_b[1], in_a[1]&in_b[1], in_a[0]&in_b[1]}, {0, in_a[4]&in_b[0], in_a[3]&in_b[0], in_a[2]&in_b[0], in_a[1]&in_b[0]}, 0, {d, c, b, a, out_m[1]}, A_carry);
    lab4_2 B_adder({in_a[4]&in_b[2], in_a[3]&in_b[2],in_a[2]&in_b[2],in_a[1]&in_b[2],in_a[0]&in_b[2]}, {A_carry, d, c, b, a}, 0, {out_m[6], out_m[5], out_m[4], out_m[3], out_m[2]}, out_m[7]);
endmodule
--- run.sh ---
#!/bin/bash
# OpenROAD 26Q1-2900-gdf79404cd8, Yosys 0.63+post, stock flow scripts
make -C /OpenROAD-flow-scripts/flow DESIGN_CONFIG=/design/flow/config.mk WORK_HOME=/design/flow/orfs finish
--- config.mk ---
export PLATFORM = sky130hd
export DESIGN_NAME = lab4_4
export DESIGN_NICKNAME = lab4_4
export VERILOG_FILES = /design/flow/design.v
export SDC_FILE = /design/flow/constraint.sdc
export NUM_CORES = 4
export LEC_CHECK = 1
export CORE_AREA = 10 10 70 70
export DIE_AREA = 0 0 80 80
--- constraint.sdc ---
current_design lab4_4

set clk_period 6.1
set clk_io_pct 0.2

create_clock -name clk0 -period $clk_period

set non_clock_inputs [all_inputs -no_clocks]
set_input_delay [expr $clk_period * $clk_io_pct] -clock clk0 $non_clock_inputs
set_output_delay [expr $clk_period * $clk_io_pct] -clock clk0 [all_outputs]
==> changes_impl.md <==
## Flow update

* Path type of the worst min-delay path: in2out
* Worst Tran Pin Value at 0.171 ns
* Crit path time final at 5.89 ns
* Routed via count divided by cell count at 2.74
* Leakage power figure at 0.275 nW
* # IOs at 16
* Met3 Wirelength at 2 µm
* Number of failing hold endpoints at the final stage at 0
* Flip-flops at 0
* Placement row count at 21
* Gr ovfl total at 0
* Unrepaired setup endpoints after global routing: no
* Uppermost layer routed: met3
* PnR Total Power at 0.0000418 W
* Number of antenna violations at the first check in global routing at 0
* Total internal power at 0.0000277 W
* Layout area overhead at 62.8%
* Placed wire-length estimate after detailed placement at 759 µm
* Violation count after the first detailed-routing iteration at 4
* Pwr Density at 74.8 nW/µm²
* Total area of sequential cells at 0 µm²
* Final slew viol count at 0
* Pin count of the biggest net entering global routing at 6
* Switching component of the power at 0.0000141 W
* Slew headroom at 88.6%
* Overall routed net length at 762 µm
* Vias in the first global route at 315
* Final design utilization at 16.3%
* Share of final-layout standard cells stronger than drive strength 1 at 14.3%
* Fraction of power consumed by the clock network at 0%
* Max frequency at 170 MHz
* Count of antenna diodes in the layout at 0
* Post-route ant nets at 0
* Hold bufs inserted after CTS at 0
* Outcome: finished clean
* Depth of the worst hold-timing path at 3
* Endpoint required time on the critical path at 4.88 ns
* Worst Setup Path Type: in2out
* Instance area after placement at 538 µm²
* Number of unique standard cell types used by synthesis at 6
* Max Fanout on Critical Path at 2
* Peak supply drop at 0.00862 mV
* Type of destination of the critical path: output port
* Period utilisation layout at 96.5%
* Yosys stat cell total at 43
* Finish-stage setup viols at 0
* Maximum Capacitance Violations at 0
* Wire length per cell after detailed routing at 7.47 µm
* Y dimension of the die at 80 µm
* Number of warning messages in the logs at 32
* Critical path launch point type: input pin
* DIE WIDTH at 80 µm
* Synthesized cell area at 343 µm²
* Post-synthesis area per instance at 7.97 µm²
* CP Data Arrival Time at 4.67 ns
* Layout clock buffer count at 0
* Router iterations before antenna repair at 2
* Switching share of power at 33.8%
* Total GRT Usage at 2.42%
* Worst hold slack at 3.12 ns
* Drt drc at 0
* First-pass GRT wire length at 1.30 mm
* Die area at 6400 µm²
* Detail Route met2 WL at 525 µm
* Initial Util at 10.0%
* Logic pwr share at 100.0%
* Synthesized instance count at 43
* Count of placed standard cells in the final layout, fillers left out at 102
* Final estimated routing congestion in global placement at 0.709
* Leading cell types in the layout, fill and taps excluded: clkdlybuf4s50_1, inv_1, nand2_1, and2_1
* Cell Count Post-Placement at 102
* Final design instance area without fill at 558 µm²
* Port bufs at 16
* Warning count from the yosys run at 3
* Startpoint of the tightest hold check path: in_a[0]
* End point of the worst hold path: out_m[0]
* Sequential-to-total area share from yosys stat at 0%
* Met1 wire length at 235 µm
* Chip area line of the yosys report at 343 µm²
* Most instantiated logic cell after routing: clkdlybuf4s50_1
* Portion of total power attributed to sequential cells at 0%
* Routed via count at 279
* Core area at 3420 µm²
## how the worst max path moves through the flow
stage,from,to,slack (ns)
6_report,in_a[2],out_m[6],0.21
4_1_cts,in_a[0],out_m[6],0.007
5_1_grt,in_a[2],out_m[6],0.08
## layer usage
metal / global-route usage [%] / vias up
met2: 6.10 / 3
li1: - / 141
met3: 0 / 0
met5: 0 / -
met1: 1.89 / 135
met4: 0 / 0
## synth_stat cells
cell type / n / area, µm²
and2_1: 6 / 37.5
buf_4: 7 / 52.6
fa_1: 7 / 140
ha_1: 3 / 37.5
inv_1: 11 / 41.3
nand2_1: 9 / 33.8
## area by class of cell
type | count | area [µm²]
multi-input combinational | 25 | 259
fill | 391 | 2860
tap | 46 | 57.6
timing repair buffer | 20 | 200
inverter | 11 | 41.3
## logic make-up (layout without fill, tap and decap cells)
kind of cell	Yosys count	after routing	synth area share [%]
fa+ha+maj	10	10	51.8
buf+inv	18	31	27.4
simple gates	15	15	20.8
## power groups by stage
stage,clock [W],sequential (W),combinational [W]
6_report,0,0,0.0000418
5_1_grt,0,0,0.0000484
4_1_cts,0,0,0.0000438
## worst max-delay path, cell delays in order
cell and delay (ns):
clkdlybuf4s50_1 0.47, nand2_1 0.07, fa_2 0.35, fa_2 0.37, fa_1 0.47, fa_2 0.39, fa_2 0.37, fa_1 0.45
inv_1 0.06, clkdlybuf4s50_1 0.45
## stage by stage
| stage | setup slack [ns] | setup TNS (ns) |
|---|---|---|
| 6_report | 0.211 | 0 |
| 3_5_place_dp | -0.181 | -0.299 |
| 3_3_place_gp | -0.151 | -0.238 |
| 4_1_cts | 0.00684 | 0 |
| 5_1_grt | 0.0826 | 0 |
| 2_1_floorplan | 0.770 | 0 |
## what timing repair did
action	CTS	global route
setup endpoints to repair	2	2
pin swaps	2	8
setup buffers	0	0
resized	4	4
Power and IR drop assume default switching activity.
