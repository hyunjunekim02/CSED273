`/design/flow/config.mk`:
```
export PLATFORM = sky130hd
export DESIGN_NAME = lab5_1
export DESIGN_NICKNAME = lab5_1
export VERILOG_FILES = /design/flow/design.v
export SDC_FILE = /design/flow/constraint.sdc
export NUM_CORES = 4
export LEC_CHECK = 1
export CORE_AREA = 10 10 70 70
export DIE_AREA = 0 0 80 80
```
`/design/flow/constraint.sdc`:
```
current_design lab5_1

set clk_period 3.8
set clk_io_pct 0.2

create_clock -name clk0 -period $clk_period

set non_clock_inputs [all_inputs -no_clocks]
set_input_delay [expr $clk_period * $clk_io_pct] -clock clk0 $non_clock_inputs
set_output_delay [expr $clk_period * $clk_io_pct] -clock clk0 [all_outputs]
```
`/design/flow/design.v`:
```
`timescale 1ps / 1fs
module adder(
    input [3:0] x,
    input [3:0] y,
    input c_in,              
    output [3:0] out,
    output c_out             
); 
    wire a0, a1, a2;
    xor(out[0], x[0], y[0], c_in);
    or(a0, x[0]&y[0], y[0]&c_in, x[0]&c_in);
    xor(out[1], x[1], y[1], a0);
    or(a1, x[1]&y[1], y[1]&a0, x[1]&a0);
    xor(out[2], x[2], y[2], a1);
    or(a2, x[2]&y[2], y[2]&a1, x[2]&a1);
    xor(out[3], x[3], y[3], a2);
    or(c_out, x[3]&y[3], y[3]&a2, x[3]&a2);
endmodule
module arithmeticUnit(
    input [3:0] x,
    input [3:0] y,
    input [2:0] select,
    output [3:0] out,
    output c_out             
);
    wire b0, b1, b2, b3;
    or(b0, select[1]&y[0], select[2]&(~y[0]));
    or(b1, select[1]&y[1], select[2]&(~y[1]));
    or(b2, select[1]&y[2], select[2]&(~y[2]));
    or(b3, select[1]&y[3], select[2]&(~y[3]));
    adder ADD({b3, b2, b1, b0}, {x[3], x[2], x[1], x[0]}, select[0], {out[3], out[2], out[1], out[0]}, c_out);
endmodule
module mux4to1(
    input [3:0] in,
    input [1:0] select,
    output out
);
    wire c0, c1, c2, c3;
    and(c0, in[0], ~select[0], ~select[1]);
    and(c1, in[1], select[0], ~select[1]);
    and(c2, in[2], ~select[0], select[1]);
    and(c3, in[3], select[0], select[1]);
    or(out, c0, c1, c2, c3);
endmodule
module logicUnit(
    input [3:0] x,
    input [3:0] y,
    input [1:0] select,
    output [3:0] out
);
    mux4to1 muxA({~x[0], x[0]^y[0], x[0]|y[0], x[0]&y[0]}, {select[1], select[0]}, out[0]);
    mux4to1 muxB({~x[1], x[1]^y[1], x[1]|y[1], x[1]&y[1]}, {select[1], select[0]}, out[1]);
    mux4to1 muxC({~x[2], x[2]^y[2], x[2]|y[2], x[2]&y[2]}, {select[1], select[0]}, out[2]);
    mux4to1 muxD({~x[3], x[3]^y[3], x[3]|y[3], x[3]&y[3]}, {select[1], select[0]}, out[3]);
endmodule
module mux2to1(
    input [1:0] in,
    input  select,
    output out
);
    wire d0, d1;
    and(d0, ~select, in[0]);
    and(d1, select, in[1]);
    or(out, d0, d1);
endmodule
module lab5_1(
    input [3:0] x,
    input [3:0] y,
    input [3:0] select,
    output [3:0] out,
    output c_out             
);
    wire [3:0] e;
    wire [3:0] f;
    arithmeticUnit A({x[3],x[2],x[1],x[0]},{y[3],y[2],y[1],y[0]},{select[2],select[1],select[0]},{e[3],e[2],e[1],e[0]},c_out);
    logicUnit L({x[3],x[2],x[1],x[0]},{y[3],y[2],y[1],y[0]},{select[1],select[0]},{f[3],f[2],f[1],f[0]});
    mux2to1 M1({f[3],e[3]},select[3],out[3]);
    mux2to1 M2({f[2],e[2]},select[3],out[2]);
    mux2to1 M3({f[1],e[1]},select[3],out[1]);
    mux2to1 M4({f[0],e[0]},select[3],out[0]);
endmodule
```
`/design/flow/run.sh`:
```
#!/bin/bash
# OpenROAD 26Q1-2900-gdf79404cd8, Yosys 0.63+post, stock flow scripts
make -C /OpenROAD-flow-scripts/flow DESIGN_CONFIG=/design/flow/config.mk WORK_HOME=/design/flow/orfs finish
```
==> notes.md <==
yosys + openroad results -> Placer Congestion=0.823, total power=79.4 uW, max cap viols=0, sw frac=41.0%, most common cell in the synthesized netlist=inv_1, Die ar.=6400 um^2, I/O pin total=17, # port buffers=17, internal power=46.9 uW, Fmax achieved=272 MHz, GRT overflow=0, crit path time final=3680 ps, WP buf/inv=4, die height=80 um, Seq/Total Area, Yosys=0%, slew margin rel.=75.4%, Pwr Density=113 nW/um^2, Cell Rows=21, Setup CP Type=primary input to primary output, Unique cell types=19, Via density=3.43, first-pass GRT wire length=2210 um, ant diodes=0, fin. max-slew vios=0, core area=3420 um^2, Starting DRT DRC Count=15, Crit path largest cell delay=390 ps, DRC=0, Post-Syn Area=462 um^2, CLK BUF=0, clock network fraction of design power=0%, post-synth top area share=21.7%, area reported by Yosys stat=462 um^2, Crit path max-delay family=adder cells, Yosys Instances=57, OpenROAD warnings=36, Die W=80 um, WL final=1210 um, NetSw=32.5 uW, Register Area=0 um^2, share of layout cells above drive strength 1=28.9%, CP Data Required Time=3040 ps, CP Launch Type=primary input, slowest stage cell on the critical path=fa_1, Tcrit/Tclk final=96.7%, Worst IR Drop VDD=35.8 uV, fp_density=13.5%, Yosys top cell by area=ha_1, area grow syn2layout=52.0%, Final Setup Violations=0, tally of filler cells in the layout=386, sequential cell count=0, First-pass DRT Iterations=2, initial antenna violation count=0, power share of the combinational group=100.0%, Hold EP=out[3], outcome=complete, no violations, sequential power share=0%, yosys warns=0, worst slack, placed=-834 ps, gr usage total=4.16%, CP Cell Sequence=buf_2 > mux2i_2 > fa_2 > inv_1 > fa_2 > fa_2 > inv_2 > fa_1 > a221oi_2 > buf_2, Syn Inst Count=57, RSZ-0062 raised after global routing=false, vias in the first global route=455, Via Count=418, worst-path maximum fanout=2, final setup margin=125 ps, Hold Crit Depth=5, hold_sp=select[1], type of the worst min-delay path=primary input to primary output, top cells by area=ha_1 (22%), fa_1 (17%), inv_1 (11%), post-route ant nets=0, Worst EP arrival=2920 ps, DR WL/cell=9.90 um, Post-Syn Area per Cell=8.10 um^2, dpl hpwl=1060 um, largest net degree at the start of global routing=14, Post-synth top cells=inv_1 (13), ha_1 (8), buf_4 (4), fa_1 (4), Pleak=0.000345 uW, most frequent CP cell=fa_2, final hold vios=0, CP Capture Type=primary output, Least-Margin Pin Slew=368 ps
-- metrics by stage --
stage | setup TNS [ps] | cells | hold slack [ps] | instance area [um^2] | utilization, %
CTS | 0 | 122 | 2260 | 694 | 20.3
global route | 0 | 122 | 2330 | 702 | 20.5
detailed placement | -1230 | 122 | 2610 | 701 | 20.5
finish | 0 | 122 | 2250 | 702 | 20.5
floorplan | 0 | 57 | 1740 | 462 | -
global placement | -1150 | 122 | 2630 | 701 | 20.5
-- how the worst max path moves through the flow --
stage,startpoint,depth (start not counted),endpoint
finish,y[0],10,out[3]
global route,select[0],10,out[3]
CTS,y[0],10,out[3]
-- cell type report --
class                      count  area (um^2)  area share (%)
multi-input combinational     38          389            55.4
timing repair buffer          24          203            28.9
tap                           46         57.6            8.20
inverter                      14         52.6            7.49
-- timing repair --
| item | CTS | global route |
|---|---|---|
| buffers inserted | 0 | 0 |
| hold buffers | 0 | 0 |
| endpoints found under the hold margin | 0 | 0 |
| endpoints found under the setup margin | 3 | 3 |
| gates resized | 25 | 3 |
| pin swaps | 5 | 4 |
-- power by group through the flow --
stage / combinational (uW) / sequential [uW] / clock [uW]
CTS: 80.4 / 0 / 0
global route: 92.8 / 0 / 0
finish: 79.4 / 0 / 0
-- metal layers --
metal / part of all wire, % / routed length, um / global-route usage (%)
met1: 52 / 633 / 6.11
met4: 0 / 0 / 0
met3: 7.0 / 84 / 1.48
met5: 0 / 0 / 0
met2: 40 / 489 / 6.02
-- placed cells by master (no fill, tap or decap), types with 2 or more instances in the layout --
master and instances:
buf_4 7, nor2_1 2, inv_1 11, a211oi_1 3, o21ai_1 2, nand2_1 3, and2b_1 2, clkdlybuf4s50_1 9
nor2b_1 3, dlygate4sd2_1 2, inv_2 3, fa_2 3, buf_2 4, mux2i_1 2, ha_1 8
-- cells by family (layout without fill, tap and decap cells) --
group,after synthesis,after routing,share of synthesized area [%]
AND-OR/OR-AND,11,11,17.9
adder cells (fa/ha/maj),12,12,39.0
buffers and inverters,19,38,20.3
multiplexers,5,5,11.4
AND/OR/NAND/NOR,10,10,11.4
Power figures rest on the tool's default switching activity, not on a simulated workload.
