`run.sh`:
```
#!/bin/bash
# OpenROAD 26Q1-2900-gdf79404cd8, Yosys 0.63+post, stock flow scripts
make -C /OpenROAD-flow-scripts/flow DESIGN_CONFIG=/design/flow/config.mk WORK_HOME=/design/flow/orfs finish
```
`config.mk`:
```
export PLATFORM = sky130hd
export DESIGN_NAME = MJB
export DESIGN_NICKNAME = MJB
export VERILOG_FILES = /design/flow/design.v
export SDC_FILE = /design/flow/constraint.sdc
export NUM_CORES = 4
export LEC_CHECK = 1
export CORE_AREA = 10 10 73 73
export DIE_AREA = 0 0 83 83
```
`constraint.sdc`:
```
current_design MJB

set clk_period 2.1
set clk_io_pct 0.2

create_clock -name clk0 -period $clk_period [get_ports {ck}]

set non_clock_inputs [all_inputs -no_clocks]
set_input_delay [expr $clk_period * $clk_io_pct] -clock clk0 $non_clock_inputs
set_output_delay [expr $clk_period * $clk_io_pct] -clock clk0 [all_outputs]
```
`design.v`:
```
`timescale 1ns / 1ps
module JKFF(
    input reset_n,
    input J,
    input K,
    input ck,
    output reg Q,
    output reg Q_
);
    initial begin
    Q = 0;
    Q_ = 1;
    end
    always@(negedge ck) begin
    Q <= reset_n & (J & ~Q | ~K & Q);
    Q_ <= (~reset_n | ~(J & ~Q | ~K & Q));
    end
endmodule
module TFF(
    input reset_n,
    input T,
    input ck,
    output Q,
    output Q_
);
    JKFF TFFJKFF(reset_n, T, T, ck, Q, Q_);
endmodule
module SWITCH(
    input switch_in,
    output switch_out,
    output switch_out_
);
    TFF FF_switch(1, switch_in, ~switch_in, switch_out, switch_out_);
endmodule
module REGISTER_GBB(
    input EN,
    input R,
    input S,
    input P,
    input ck,
    input reset_n,
    output [1:0] gbb,
    output [1:0] gbb_
);
    wire reg1_J, reg1_K, reg0_J, reg0_K;
    assign reg1_J = EN & ((~R & S & ~P)|(~R & ~S & P));
    assign reg1_K = EN & (R & ~S & ~P);
    assign reg0_J = EN & ((R & ~S & ~P)|(~R & ~S & P));
    assign reg0_K = EN & (~R & S & ~P);
    JKFF reg1(reset_n, reg1_J, reg1_K, ck, gbb[1], gbb_[1]);
    JKFF reg0(reset_n, reg0_J, reg0_K, ck, gbb[0], gbb_[0]);    
endmodule
module COMPARE(
    input[1:0] p1,
    input[1:0] p2,
    output[1:0] result
);
    assign result[1] = ~p1[1] & p1[0] & p2[1] |
                       p1[1] & ~p1[0] & p2[0] |
                       p1[1] & p1[0] & (p2[1] & ~p2[0] | ~ p2[1] & p2[0]);
    assign result[0] = ~p1[1] & p1[0] & p2[0] |
                       p1[1] & ~p1[0] & (p2[1] & ~p2[0] | ~p2[1] & p2[0]) |
                       p1[1] & p1[0] & p2[1];
endmodule
module COUNTER(
    input reset_n,
    input ck,
    input count,
    output count_plus
);
    wire Q, Q_;
    TFF tff(reset_n, count, ck, Q, Q_);
    assign count_plus = Q;
endmodule
module FSM(
    input switch,
    input count_p1_in,
    input count_p2_in,
    input gbb_a,
    input gbb_b,
    input ck,
    output reset_gbb,
    output LED_winner_p1,
    output LED_winner_p2,
    output LED_p1,
    output LED_p2,
    output count_p1_out,
    output count_p2_out,
    output win_p1,
    output win_p2
);
    wire[2:0] state;
    wire[2:0] state_;
    wire ta, tb, tc;
        assign ta = switch &
                ((~state[2] & state[1] & switch & ~gbb_a & gbb_b) | 
                (state[2] & ~state[1] & ~state[0] & (~switch | (switch & ~count_p1_in))) | 
                (state[2] & ~state[1] & state[0] & (~switch | (switch & ~count_p2_in))) |
                state[2] & state[1] & ~switch);
    assign tb = switch &
                (~state[2] & ~state[1] & state[0] & switch & gbb_a |
                ~state[2] & state[1] & (~switch | switch & ~gbb_a & gbb_b) |
                state[2] & ~state[1] & switch & (~state[0] & count_p1_in | state[0] & count_p2_in) |
                state[2] & state[1] & ~switch);
    assign tc = switch &
                (~state[2] & ~state[1] & ~state[0] & switch |
                ~state[2] & state[0] & (~switch | switch & gbb_a & ~gbb_b) |
                ~state[2] & state[1] & ~state[0] & switch & gbb_a & gbb_b |
                state[2] & ~state[1] & ~state[0] & switch & ~count_p1_in | 
                state[2] & state[0] & ~switch);
    TFF TA(switch, ta, ck, state[2], state_[2]);
    TFF TB(switch, tb, ck, state[1], state_[1]);
    TFF TC(switch, tc, ck, state[0], state_[0]);
    assign LED_winner_p1 = (state[2] & state[1] & ~state[0] & switch);
    assign LED_winner_p2 = (state[2] & state[1] & state[0] & switch);
    assign count_p1_out = state[2] & ~state[1] & ~state[0] & ~(~gbb_a & gbb_b);
    assign count_p2_out = state[2] & ~state[1] & state[0] & ~(~gbb_a & gbb_b);
    assign reset_gbb = (~state[2] & ~state[1] & ~state[0] & switch) |
                       (~state[2] & switch) & ~(~state[1] & ~state[0]) & ~(~gbb_a & ~gbb_b) | 
                       (state[2] & ~state[1]);
    assign LED_p1 = (switch & count_p1_in) & ~(state[2] & state[1] & state[0]);
    assign LED_p2 = (switch & count_p2_in) & ~(state[2] & state[1] & ~state[0]);
endmodule
module MJB(
    input switch,
    input ck,
    input R1,
    input S1,
    input P1,
    input R2,
    input S2,
    input P2,
    output LED_winner_p1,
    output LED_winner_p2,
    output LED_p1,
    output LED_p2,
    output win_led_p1,
    output win_led_p2,
    output button_led
);
    wire[1:0] p1;
    wire[1:0] p1_;
    wire[1:0] p2;
    wire[1:0] p2_;
    wire[1:0] gbbab;
    wire count_p1_in, count_p1_out, count_p2_in, count_p2_out;
    wire button, button_;
    wire re_gbb;
    wire win_p1, win_p2;
    assign win_led_p1 = win_p1;
    assign win_led_p2 = win_p2;
    assign button_led = button;
    SWITCH button_input(switch, button, button_);
    REGISTER_GBB player1(button, ~R1, ~S1, ~P1, ck, ~re_gbb, {p1[1], p1[0]}, {p1_[1], p1_[0]});
    REGISTER_GBB player2(button, ~R2, ~S2, ~P2, ck, ~re_gbb, {p2[1], p2[0]}, {p2_[1], p2_[0]});
    COMPARE cmp({p1[1], p1[0]}, {p2[1], p2[0]}, {gbbab[1], gbbab[0]});
    COUNTER counter_p1(button, ck, count_p1_in, count_p1_out);
    COUNTER counter_p2(button, ck, count_p2_in, count_p2_out);
    FSM mukjjibba(button, count_p1_out, count_p2_out, gbbab[1], gbbab[0], ck, re_gbb, LED_winner_p1, LED_winner_p2, LED_p1, LED_p2, count_p1_in, count_p2_in, win_p1, win_p2);
endmodule
```
==> Table 3: Implementation characteristics <==
Summary of implementation characteristics

Parameter                              Value

Outcome
  Result of the run    finished with violations
  Failing checks    setup timing

Detailed routing
  Overall routed net length    1.79 mm
  Drt wl/cell    10.5 µm
  Via count normalized by instance count    4.47
  Number of nets still failing antenna checks after routing    0
  Vias after detailed routing    760
  Count of inserted antenna diode cells    0
  Number of DRC violations after detailed-routing iteration 0    15
  First-pass DRT Iterations    4
  Number of remaining DRC errors    0

Logic synthesis
  Yosys stat area    711 µm²
  Share of the synthesized area in the top cell type    0.282
  Syn Area/Cell    7.99 µm²
  Largest area contributor in the netlist    sky130_fd_sc_hd__dfxtp_1
  Number of standard cells after synthesis    89
  Unique cell types    32
  Count of synthesis-stage warnings from yosys    4
  Area of the mapped netlist    711 µm²
  Area contributors post-synth    sky130_fd_sc_hd__dfxtp_1 (28%), sky130_fd_sc_hd__a21oi_1 (6.3%), sky130_fd_sc_hd__buf_6 (6.3%)
  Synthesized flop and latch total    10
  Fraction of the yosys area taken by sequential cells    0.282
  Cell count listed in synth_stat.txt    89

Floorplanning
  # rows    22
  Core Box Area    0.00374 mm²
  Die width    83 µm
  Top-Level Pins    15
  Initial standard-cell utilization of the core    0.190
  Die boundary height    83 µm
  Area enclosed by the die boundary    0.00689 mm²

Pwr
  Power dissipated by switching net loads    0.171 mW
  Leakage power    0.448 nW
  Internal power component    0.381 mW
  Switching part of the total power    0.310
  Pwr Density    532 mW/mm²
  Part of the total power dissipated in combinational logic    0.149
  Max rail drop VDD    331 µV
  Clock group share of total power    0.480
  Proportion of power drawn by flip-flops and latches    0.371
  Total power    0.552 mW

Clocking
  H-tree depth reported by CTS    1
  Clock Pin Slew Worst Setup and Hold Paths    0.05 ns
  Buffers from clock root to sink, at most    2
  Cts bufs inserted    3
  Clock latency on the worst-skew pair    0.31 ns
  Hold-fix buffers at CTS    0
  Buffer type at the clock tree root    sky130_fd_sc_hd__clkbuf_8
  Clock tree from TritonCTS    built

Critical path
  Critical path startpoint    mukjjibba.TB.TFFJKFF.Q
  Top fanout value on the critical path    3
  Kind of start point of the critical path    flip-flop
  Data required time of the critical path    1.68 ns
  End of the worst register-to-register path    counter_p2.tff.TFFJKFF.Q
  Reg-to-reg critical path startpoint    mukjjibba.TB.TFFJKFF.Q
  Register-to-register path setup slack    0.62 ns
  Worst path arrival time    2.06 ns
  Delay of the slowest critical-path stage    0.33 ns
  Capture point of the critical path    LED_p2
  Capturing element type of the critical path    output pin
  Ordered cell list for the critical path    buf_6, a31oi_1, buf_2
  Type of the worst setup path    reg -> out
  Worst reg2reg path depth    6
  Slowest stage cell, crit path    sky130_fd_sc_hd__dfxtp_2

Final timing
  Worst relative slew slack    0.591
  Endpoints left unconstrained    2
  Unrepaired setup endpoints after global routing    true
  Hold violation total from the final report    0
  Count of endpoints failing setup in the final report    4
  Actual transition at the worst max-transition pin    0.612 ns
  Total negative slack    -1.41 ns
  Worst-case setup margin in the final layout    -0.376 ns
  Count of unclocked register or latch pins    1
  Worst clock skew on the final layout    0.0218 ns
  Number of pins with negative max-slew slack in the final report    0

Min path
  Hold-critical path depth    3
  Hold/Removal Path Class    reg -> reg
  Min-delay src    counter_p1.tff.TFFJKFF.Q

Run
  Tally of OpenROAD warnings    36
  Number of violations of the max-capacitance limit    0

Global route
  Initial antenna violation count    0
  Aggregate global-route resource usage    0.0474
  Number of global-route vias before repair    717
  Overflow after GRT    0
  Largest net degree at the start of global routing    18
  Global-route wire length before repair    3.02 mm

Placement
  Routability-driven placement congestion ratio    0.830
  DP Wirelength    1.25 mm
  # port buffers    12
  Worst-case setup slack after placement    -0.476 ns

Finish
  Area overhead of the layout relative to synthesis    45.9%
  Layout cells sized above 1    0.328
==> power by group through the flow <==
stage | Combinational, mW | Clock, mW | Sequential (mW)
final | 0.0823 | 0.265 | 0.205
after global routing | 0.0913 | 0.298 | 0.207
after CTS | 0.0771 | 0.274 | 0.205
==> sequential cells by signal, indices dropped and copies added (netlist names) <==
signal                            cells
counter_p1.tff.TFFJKFF.Q              1
player1.reg0.Q                        1
counter_p2.tff.TFFJKFF.Q              1
mukjjibba.TC.TFFJKFF.Q                1
player2.reg0.Q                        1
mukjjibba.TB.TFFJKFF.Q                1
player2.reg1.Q                        1
player1.reg1.Q                        1
mukjjibba.TA.TFFJKFF.Q                1
button_input.FF_switch.TFFJKFF.Q      1
==> routing by layer <==
layer	up-vias	part of all wire	track usage
met1	354	0.44	0.0573
met5	-	0	0
met2	24	0.49	0.0740
li1	382	-	-
met4	0	0	0.0169
met3	0	0.070	0.0187
==> cell families after synthesis <==
group                  Yosys count  synth area share
flip-flops                      10             0.282
XOR/XNOR                         5            0.0722
AND/OR/NAND/NOR                 28             0.222
multiplexers                     2            0.0299
other                            1           0.00528
AND-OR/OR-AND                   30             0.262
buffers and inverters           13             0.127
==> synthesized netlist by cell type, drive strengths merged <==
cell,count
nand2b,2
mux2i,1
nand3b,4
or3,1
xnor2,2
o22ai,2
o22a,1
dfxtp,10
nor4b,1
a21oi,9
a31oi,5
o21ai,8
and3,1
nand2,7
o32ai,1
conb,1
buf,7
nand3,2
inv,3
o31ai,1
clkbuf,3
nor2,2
xor2,3
nor3,5
a311oi,2
or2,3
mux2,1
o221ai,1
==> through the flow <==
step	instances	utilization	cell area, µm²	hold WS [ns]
after floorplan	90	-	728	0.478
after global placement	153	0.244	913	0.577
after detailed placement	153	0.244	913	0.590
after CTS	167	0.268	1000	0.597
after global routing	170	0.277	1040	0.614
final	170	0.277	1040	0.587
==> worst min path at each step <==
stage | endpoint | slack [ns]
after CTS | counter_p1.tff.TFFJKFF.Q | 0.60
after global routing | counter_p1.tff.TFFJKFF.Q | 0.61
final | counter_p1.tff.TFFJKFF.Q | 0.59
==> cell usage in the layout (no fill, tap or decap), types with 3 or more instances in the layout <==
master                          instances
sky130_fd_sc_hd__nand3b_1               4
sky130_fd_sc_hd__a31oi_1                5
sky130_fd_sc_hd__inv_1                 11
sky130_fd_sc_hd__dfxtp_1                6
sky130_fd_sc_hd__nor3_1                 3
sky130_fd_sc_hd__buf_2                  4
sky130_fd_sc_hd__buf_6                  3
sky130_fd_sc_hd__o21ai_0                7
sky130_fd_sc_hd__dfxtp_2                3
sky130_fd_sc_hd__nand2_1                6
sky130_fd_sc_hd__a21oi_1                9
sky130_fd_sc_hd__clkbuf_8               3
sky130_fd_sc_hd__buf_4                 15
sky130_fd_sc_hd__dlygate4sd2_1          4
==> layout make-up <==
cell class	instances	area, µm²
clock inverters	10	37.5
fillers	411	2710
clock buffers	3	41.3
flip-flops and latches	10	208
inverters	2	10.0
well taps	48	60.1
repair buffers	30	241
multi-input cells	67	439
==> critical path, delay by kind of cell (launching register included) <==
family	cells	cell delay [ns]
AOI/OAI and AO/OA	1	0.14
buffers and inverters	2	0.22
DFF	1	0.33
==> what timing repair did <==
action	in CTS	in global routing
endpoints found under the setup margin	8	6
gates cloned	0	0
endpoints found under the hold margin	0	0
gates resized	28	6
buffers inserted	2	3
pin swaps	9	5
Power figures rest on the tool's default switching activity, not on a simulated workload.
